## flow/run.sh

```bash
#!/bin/bash
# OpenROAD 26Q1-2900-gdf79404cd8, Yosys 0.63+post, stock flow scripts
make -C /OpenROAD-flow-scripts/flow DESIGN_CONFIG=/design/flow/config.mk WORK_HOME=/design/flow/orfs finish
```

## flow/config.mk

```make
export PLATFORM = sky130hd
export DESIGN_NAME = UART_PARITY_GENERATOR
export DESIGN_NICKNAME = UART_PARITY_GENERATOR
export VERILOG_FILES = /design/flow/design.v
export SDC_FILE = /design/flow/constraint.sdc
export NUM_CORES = 4
export LEC_CHECK = 1
export CORE_AREA = 10 10 70 70
export DIE_AREA = 0 0 80 80
```

## flow/constraint.sdc

```tcl
current_design UART_PARITY_GENERATOR

set clk_period 1.5
set clk_io_pct 0.2

create_clock -name clk0 -period $clk_period [get_ports {CLK}]

set non_clock_inputs [all_inputs -no_clocks]
set_input_delay [expr $clk_period * $clk_io_pct] -clock clk0 $non_clock_inputs
set_output_delay [expr $clk_period * $clk_io_pct] -clock clk0 [all_outputs]
```

## flow/design.v

```verilog
module UART_PARITY_GENERATOR #(parameter WIDTH=8)(
	input CLK,RST ,DATA_VALID,
	input [WIDTH-1:0] P_DATA,
	input PAR_EN,PAR_TYPE,
	input stop_case,
	output reg parity_bit,
	output reg PAR_EN_reg  
);
reg [WIDTH-1:0] P_DATA_reg;
reg  PAR_TYPE_reg;
always @(posedge CLK or negedge RST) begin 
	if(~RST) begin
		P_DATA_reg <= 0;
		PAR_EN_reg<=0;
		PAR_TYPE_reg<=0;
	end else if(stop_case && DATA_VALID)begin
		P_DATA_reg <= P_DATA ;
		PAR_EN_reg<=PAR_EN;
		PAR_TYPE_reg<=PAR_TYPE;
	end
end
always @(posedge CLK or negedge RST) begin 
	if(~RST) begin
		parity_bit <= 0;
	end else if(PAR_EN_reg) begin
		 if(PAR_TYPE_reg) begin
		 	parity_bit <= ~^ P_DATA_reg;
		 end
		 else begin
		 	parity_bit <= ^P_DATA_reg;
		 end
	end
end
endmodule 
```

==> reports/results.ini <==
[status]
status = completed

[power]
power_density_nw_per_um2 = 1180
power.total_mw = 0.898
clkPwrFrac_pct = 21.1
leakagePower_nw = 0.307
p_seq_share_pct = 43.8
vdd_drop_max_v = 0.000455
combPwrFrac_pct = 35.1
sw_frac_of_total_pct = 22.7
p_int_mw = 0.694
p_switching_mw = 0.204

[logic_synthesis]
ys_ff = 11
yosysWarnings = 1
synthDistinctLibCells = 10
ys_seq_share_pct = 54.1
ys_cells = 30
syn_area_per_cell_um2 = 17.0
synth_area_um2 = 509
ys_chip_area_um2 = 509
synthCells = 30

[critical_path]
crit_path_top_delay_cell = xnor3_2
critPathArrivalTime_ns = 1.61
crit_path_max_incr_delay_ns = 0.43
crit_chain = xnor2_1 -> xnor3_2 -> xnor2_1 -> mux2_4
required_ns = 1.64
criticalPathCategory = register to register
r2r_cells = 4
crit_path_end_kind = register
crit_top_cell = xnor2_1
crit_path_start_kind = register
path_max_fanout = 2

[final_timing]
hold_viol = 0
whs_ns = 0.368
period_used_pct = 97.6
setup_slack_ns = 0.0356
skew_ns = 0.00247
finalCriticalPeriod_ns = 1.46
drv_slew = 0
fmax_ghz = 0.683
fin_setup_tns_ns = 0
worstMarginPinSlew_ns = 0.480
slew_headroom_pct = 67.9
rsz0062_at_grt = true
setup_viol = 0

[finish]
largest_register_ffs = 8
final_area_um2 = 763
utilization_pct = 22.3
layout_top_cell = clkdlybuf4s50_1
final-instance-count-excl-fill = 96
most-common-layout-cells = 15 x clkdlybuf4s50_1, 11 x dfrtp_1, 7 x mux2_2
layout-drive-gt1-share_pct = 30.0
area_delta_synth_final_pct = 49.9

[grt]
grt_max_degree = 12
track_usage_pct = 2.92
grt_pass1_wl_mm = 1.43
grt_overflow = 0
grt_pass1_vias = 298
antenna_found_initial = 0

[drt]
routed_wl_um = 898
wire_per_inst_um = 9.35
viasPerCell = 3.04
drt_iter0_drc = 9
vias = 292
drc = 0
antennaDiodeCount = 0
postRouteAntennaNets = 0
drtPass1Iterations = 2

[place]
pre_cts_slack_ns = 0.0390
place_congestion = 0.682
placedCellCount = 92
dpl-instance-area_um2 = 737
portBuffers = 15

[cts]
hold_buffers = 0
clock_latency_ns = 0.26
cts_num_sinks = 11
tritoncts = built
cts_resized = 0
clk_pin_slew_ns = 0.06
cts_root_buf = clkbuf_4
cts_buffers = 3
htreeDepth = 1
cts_buffer_depth = 2
cts_setup_buffers = 0

[floorplanning]
ios = 16
die_y_um = 80
die_w_um = 80
core_um2 = 3420
fp_util_pct = 14.9
chipArea_um2 = 6400
rows = 21

[flow_run]
warning_count = 26
cap_violations = 0

[hold_path]
holdCritPathClass = input port to async pin

[path summary, 6_finish.rpt]
kind | to | slack (ns) | from
worst max register to register | parity_bit | 0.04 | P_DATA_reg[4]
max in group asynchronous | P_DATA_reg[0] | 0.81 | RST
worst max-delay path | parity_bit | 0.04 | P_DATA_reg[4]
worst min-delay path | P_DATA_reg[1] | 0.37 | RST
worst min register to register | PAR_TYPE_reg | 0.52 | PAR_TYPE_reg
min in group clk0 | PAR_TYPE_reg | 0.52 | PAR_TYPE_reg
[final cells by class]
cell class | instances | area, µm²
clock buffers | 4 | 26.3
fillers | 369 | 2650
multi-input cells | 19 | 234
flip-flops and latches | 11 | 275
well taps | 46 | 57.6
repair buffers | 16 | 170
[power groups by stage]
stage | clock network [mW] | registers [mW] | logic, mW
finish | 0.189 | 0.393 | 0.315
global route | 0.217 | 0.401 | 0.346
CTS | 0.204 | 0.394 | 0.323
[cell usage after synthesis]
master,n,area share [%]
xnor3_2,1,4.7
nand2_1,1,0.74
xnor2_1,3,5.2
dfrtp_1,11,54
xnor2_2,1,3.2
mux2_1,3,6.6
mux2_4,1,2.9
mux2_2,7,15
xnor2_4,1,5.4
xor2_1,1,1.7
[metal layers]
| metal | routed length [µm] | GRT usage, % | share of wire (%) |
|---|---|---|---|
| met5 | 0 | 0 | 0 |
| met4 | 0 | 0.176 | 0 |
| met2 | 310 | 3.29 | 35 |
| met3 | 125 | 2.39 | 14 |
| met1 | 462 | 4.23 | 51 |
[worst max-delay path, delay by kind of cell (launching register included)]
family / cells / cell delay (ns)
xor gates and xnor gates: 3 / 0.72
DFF: 1 / 0.38
muxes: 1 / 0.25
[kinds of logic after synthesis]
group / Yosys count / share of synthesized area (%)
flops: 11 / 54.1
xor+xnor: 7 / 20.1
simple gates: 1 / 0.736
mux: 11 / 25.1
