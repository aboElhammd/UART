==> design/flow/run.sh <==
#!/bin/bash
# OpenROAD 26Q1-2900-gdf79404cd8, Yosys 0.63+post, stock flow scripts
make -C /OpenROAD-flow-scripts/flow DESIGN_CONFIG=/design/flow/config.mk WORK_HOME=/design/flow/orfs finish
==> design/flow/config.mk <==
export PLATFORM = sky130hd
export DESIGN_NAME = UART_SERIALIZER
export DESIGN_NICKNAME = UART_SERIALIZER
export VERILOG_FILES = /design/flow/design.v
export SDC_FILE = /design/flow/constraint.sdc
export NUM_CORES = 4
export LEC_CHECK = 1
export CORE_AREA = 10 10 70 70
export DIE_AREA = 0 0 80 80
==> design/flow/constraint.sdc <==
current_design UART_SERIALIZER

set clk_period 2.1
set clk_io_pct 0.2

create_clock -name clk0 -period $clk_period [get_ports {CLK}]

set non_clock_inputs [all_inputs -no_clocks]
set_input_delay [expr $clk_period * $clk_io_pct] -clock clk0 $non_clock_inputs
set_output_delay [expr $clk_period * $clk_io_pct] -clock clk0 [all_outputs]
==> design/flow/design.v <==
module UART_SERIALIZER #(parameter WIDTH=8)(
	input CLK,serial_en,RST ,DATA_VALID,
	input [WIDTH-1:0] P_DATA,
	output reg serial_done,
	output reg serial_data ,
	output stop_case
);
reg [2:0] counter;
reg [WIDTH-1:0] P_DATA_reg;
assign stop_case=(counter==0 && !serial_en ) ? 1 : 0;  
always @(posedge CLK or negedge RST) begin : proc_
	if(~RST) begin
		P_DATA_reg <= 0;
	end else if (stop_case && DATA_VALID )begin
		P_DATA_reg <= P_DATA ;
	end
end
always @(posedge CLK or negedge RST) begin 
	if(~RST) begin
		serial_done <= 0;
		serial_data <=0;
		counter<=0;
	end
	else if(serial_en) begin
		if(counter<7 ) begin
		 	serial_data <=P_DATA_reg[counter];
		 	counter<=counter+1;
		end
		else begin
			serial_data <=P_DATA_reg[counter];
			serial_done<=1;
		end
	end
	else begin
		serial_done<=0;
		counter<=0;
	end
end
endmodule 
==> metrics.cfg <==
[route]
drtIter0Drc = 8
wire_per_inst_um = 11.3
dr.pass1.iters = 4
drc = 0
vias = 418
via_per_inst = 3.70
detail-route-antenna-nets = 0
wirelength_um = 1270
diodes = 0

[yosys]
ys_types = 18
ys_warn_count = 1
ys.flops = 13
ys_area_um2 = 638
yosysSeqAreaShare_pct = 51.0
netlist_instances = 44
yosysCellCount = 44
syn_avg_cell_area_um2 = 14.5
synth_area_um2 = 638

[placed_design]
hpwl_um = 965
dpl_cell_area_um2 = 823
port_buffers = 14
dp_slack_ns = 0.114
gp_congestion = 0.788

[grt]
overflow = 0
grt_max_degree = 14
grt_pass1_wl_um = 2170
grt_pass1_vias = 452
antenna_found_initial = 0
grt_use_total_pct = 4.18

[clocking]
clk_latency_ns = 0.27
htreeDepth = 1
cts_num_sinks = 13
clk_pin_slew_ns = 0.07
cts_buffer_depth = 2
cts_root_buffer = clkbuf_4
cts_tree = built
numCtsBuffers = 3
ctsHoldBuffers = 0

[floorplanning]
core_area_um2 = 3420
rows = 21
chipArea_um2 = 6400
chipWidth_um = 80
dieHeight_um = 80
fp_util_pct = 18.7
top_level_ports = 15

[worst_setup_path]
worst-path-stages = 3
r2r_slack_ns = 0.60
crit_family = buffers and inverters
end_kind = output port
crit_path_frequent_cell = clkdlybuf4s50_1
cp.required_ns = 1.68
critPathMaxStageDelay_ns = 0.49
crit_chain = clkdlybuf4s50_1, nor3b_4, clkdlybuf4s50_1
path_max_fanout = 2
r2r_cells = 5
crit_buf_inv = 2
reg2reg_to = P_DATA_reg[1]$_DFFE_PN0P_
critPathKind = in2out
worstPathArrival_ns = 1.58
startpoint_type = input pin
crit_slowest_cell = clkdlybuf4s50_1
r2r_start = counter[0]$_DFFE_PN0P_

[power_and_ir_drop]
swShare_pct = 24.0
internal_power_mw = 0.517
clkPwrFrac_pct = 22.4
p_per_area_nw_per_um2 = 758
p_leak_nw = 0.381
p_seq_share_pct = 49.8
vdd_drop_max_mv = 0.260
pwr-share-comb_pct = 27.7
switchingPower_mw = 0.163

[timing]
hold_violations = 0
setup_ws_ns = 0.102
final-setup-viol-count = 0
maxSlewHeadroom_pct = 62.9
final_max_slew_viol_count = 0
fmax_mhz = 500
tightestPinTransition_ns = 0.555
min_period_ns = 2.00
finalClockPeriodUsage_pct = 95.1
fin_skew_ns = 0.000955

[outcome]
status = finished, final reports clean

[run]
tool_warnings = 26
maxCapViolCount = 0

[layout]
largest_reg_flops = 8
mostFrequentLayoutCells = 14 x clkdlybuf4s50_1, 11 x dfrtp_1, 8 x mux2_4, 6 x buf_4, 3 x clkbuf_4
syn2layout_area_growth_pct = 40.4
layout_top_cell = clkdlybuf4s50_1
fin_area_um2 = 896
drive_above_1_share_pct = 37.3

[min_path]
hold_class = in2async

worst max-delay path by stage:
stage / start / endpoint / slack (ns)
after CTS: counter[0]$_DFFE_PN0P_ / stop_case / 0.005
after global routing: counter[0]$_DFFE_PN0P_ / stop_case / -0.005
final: serial_en / stop_case / 0.10
kinds of logic (layout without fill, tap and decap cells):
logic type | after synthesis | after routing | synth area share (%)
AOI/OAI and AO/OA | 7 | 7 | 7.65
adders and majority gates | 2 | 2 | 3.92
buffers and inverters | 4 | 27 | 4.90
DFF | 13 | 13 | 51.0
muxes | 11 | 11 | 25.9
and+or+nand+nor | 7 | 7 | 6.67
cell usage after synthesis:
| library cell | number | area, um2 |
|---|---|---|
| buf_12 | 1 | 20.0 |
| dfrtp_1 | 13 | 325 |
| o221ai_1 | 1 | 8.76 |
| mux4_2 | 1 | 22.5 |
| mux2_2 | 2 | 22.5 |
| nor2_1 | 2 | 7.51 |
| and2_4 | 1 | 8.76 |
| nor3b_2 | 1 | 12.5 |
| nand2_1 | 2 | 7.51 |
| inv_1 | 3 | 11.3 |
| ha_1 | 2 | 25.0 |
| o21a_1 | 2 | 15.0 |
| a21boi_0 | 1 | 7.51 |
| mux2_4 | 8 | 120 |
| a31oi_1 | 1 | 6.26 |
| o22ai_1 | 1 | 6.26 |
| nand2b_1 | 1 | 6.26 |
| o21ai_0 | 1 | 5.00 |
power by group through the flow:
stage / registers, mW / clock network (mW) / logic (mW)
5_1_grt: 0.349 / 0.172 / 0.208
6_report: 0.339 / 0.152 / 0.188
4_1_cts: 0.342 / 0.159 / 0.172
layer usage:
layer | vias up | GRT usage (%) | share of wire [%]
li1 | 201 | - | -
met1 | 203 | 5.54 | 48
met2 | 10 | 6.34 | 46
met3 | 4 | 1.36 | 3.8
met4 | 0 | 1.23 | 2.4
met5 | - | 0 | 0
area by class of cell:
| class | instances | area [um2] |
|---|---|---|
| clock buffer | 4 | 26.3 |
| tap | 46 | 57.6 |
| inverter | 3 | 11.3 |
| multi-input combinational | 27 | 288 |
| timing repair buffer | 20 | 185 |
| fill | 369 | 2520 |
| sequential | 13 | 328 |
metrics by stage:
step | utilization [%] | power (mW) | hold WS (ns) | TNS (ns) | instances
2_1_floorplan | - | 0.454 | 0.124 | 0 | 44
3_3_place_gp | 24.1 | 0.513 | 0.494 | 0 | 104
3_5_place_dp | 24.1 | 0.517 | 0.489 | 0 | 104
4_1_cts | 24.9 | 0.673 | 0.506 | 0 | 108
5_1_grt | 26.2 | 0.729 | 0.531 | -0.00545 | 113
6_report | 26.2 | 0.679 | 0.500 | 0 | 113
repair_timing:
item | 4_1_cts | 5_1_grt
gates resized | 0 | 4
endpoints found under the setup margin | 0 | 1
buffers inserted | 0 | 5
No activity file was given, so power comes from the tool's default toggle rates.
